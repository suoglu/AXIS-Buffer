## ./config.mk

```make
export PLATFORM = sky130hd
export DESIGN_NAME = AXIS_Buffer_v1_0
export DESIGN_NICKNAME = AXIS_Buffer_v1_0
export VERILOG_FILES = /design/flow/design.v
export SDC_FILE = /design/flow/constraint.sdc
export NUM_CORES = 4
export LEC_CHECK = 1
export CORE_AREA = 10 10 107 107
export DIE_AREA = 0 0 117 117
```

## ./constraint.sdc

```tcl
current_design AXIS_Buffer_v1_0

set clk_period 3.6
set clk_io_pct 0.2

create_clock -name clk0 -period $clk_period [get_ports {axis_aclk}]

set non_clock_inputs [all_inputs -no_clocks]
set_input_delay [expr $clk_period * $clk_io_pct] -clock clk0 $non_clock_inputs
set_output_delay [expr $clk_period * $clk_io_pct] -clock clk0 [all_outputs]
```

## ./design.v

```verilog
`timescale 1 ns / 1 ps
  module AXIS_Buffer_v1_0 #(
    parameter BUFFERING_O_EN = 0,
    parameter TLAST_EN = 0,
    parameter TSTRB_EN = 0,
    parameter DROP_COUNTER_EN = 0,
    parameter DROP_COUNTER_WIDTH = 32,
    parameter SLAVE_ALWAYS_READY = 0,
    parameter C_S00_AXIS_TDATA_WIDTH = 32,
    parameter C_M00_AXIS_TDATA_WIDTH = 32
  )(
    input  axis_aclk,
    input  axis_aresetn,
    output buffering,
    output [DROP_COUNTER_WIDTH-1:0] dropped,
    input dropped_reset,
    input  s00_axis_tvalid,
    output s00_axis_tready,
    input  s00_axis_tlast,
    input [C_S00_AXIS_TDATA_WIDTH-1:0] s00_axis_tdata,
    input [(C_S00_AXIS_TDATA_WIDTH/8)-1:0] s00_axis_tstrb,
    output m00_axis_tvalid,
    input  m00_axis_tready,
    output m00_axis_tlast,
    output [C_M00_AXIS_TDATA_WIDTH-1:0] m00_axis_tdata,
    output [(C_M00_AXIS_TDATA_WIDTH/8)-1:0] m00_axis_tstrb
  );
    localparam PASS = 1'b0,
             BUFFER = 1'b1;
    reg state;
    wire pass = (state == PASS);
    assign s00_axis_tready  = (SLAVE_ALWAYS_READY) ? 1'b1 : pass;
    assign m00_axis_tvalid  = ~pass|s00_axis_tvalid;
    always@(posedge axis_aclk) begin
      if(~axis_aresetn) begin
        state <= PASS;
      end else case(state)
          PASS: state <= (~m00_axis_tready & s00_axis_tvalid) ? BUFFER : PASS;
        BUFFER: state <= (~m00_axis_tready)                   ? BUFFER : PASS;
      endcase
    end
    generate
      if(BUFFERING_O_EN) begin
        assign buffering = ~pass;
      end
    endgenerate
    generate
      if(DROP_COUNTER_EN) begin
        reg [DROP_COUNTER_WIDTH-1:0] dropped_counter;
        always@(posedge axis_aclk or posedge dropped_reset)
          if(dropped_reset) begin
            dropped_counter <= 0;
          end else begin
            dropped_counter <= dropped_counter + {{DROP_COUNTER_WIDTH-1{1'b0}},(~pass & s00_axis_tvalid)};
          end
        assign dropped = dropped_counter;
      end
    endgenerate
    generate
      if(TLAST_EN) begin
        reg tlast_reg;
        always@(posedge axis_aclk) begin
          if(~axis_aresetn) begin
            tlast_reg <= 0;
          end else begin
            tlast_reg <= (pass) ? s00_axis_tlast : tlast_reg;
          end
        end
        assign m00_axis_tlast = (pass) ? s00_axis_tlast : tlast_reg;
      end
    endgenerate
    generate
      if(TSTRB_EN) begin
        reg [(C_S00_AXIS_TDATA_WIDTH/8)-1:0] tstrb_reg;
        always@(posedge axis_aclk) begin
          if(~axis_aresetn) begin
            tstrb_reg <= 0;
          end else begin
            tstrb_reg <= (pass) ? s00_axis_tstrb : tstrb_reg;
          end
        end
        assign m00_axis_tstrb = (pass) ? s00_axis_tstrb : tstrb_reg;
      end
    endgenerate
    reg [C_S00_AXIS_TDATA_WIDTH-1:0] data_reg;
    always@(posedge axis_aclk) begin
      if(~axis_aresetn) begin
        data_reg <= 0;
      end else begin
        data_reg <= (pass) ? s00_axis_tdata : data_reg;
      end
    end
    assign m00_axis_tdata = (pass) ? s00_axis_tdata : data_reg;
  endmodule
```

## ./run.sh

```bash
#!/bin/bash
# OpenROAD 26Q1-2900-gdf79404cd8, Yosys 0.63+post, stock flow scripts
make -C /OpenROAD-flow-scripts/flow DESIGN_CONFIG=/design/flow/config.mk WORK_HOME=/design/flow/orfs finish
```

==> summary.txt <==
flow finished, numbers: DR WL/cell=between 10 and 15 µm, Cell Chain, Critical Path=buf_4 -> mux2_4 -> clkdlybuf4s50_1, mapped cell area=approximately 0.0017 mm², Top delay family on crit path=flip-flops, YS warnings=39, RSZ-0062 raised after global routing=false, Cells after DPL=between 300 and 400, main flop type=dfxtp_1, vias in the first global route=1,122, R2R depth=3, CP Max Fanout=20, Slowest-stage cell, CP=dfxtp_2, antenna viol nets, final=0, Clk pin slew, worst setup/hold paths=roughly 70 ps, Fmax=roughly 0.35 GHz, total tool warning count=31, hold depth=2, max FFs per register=32, Combinational Power Share=~18%, Area Growth Syn to Fin=43.3%, Setup-failing EPs final=0, CP max stage delay=760 ps, Yosys cell types=14, Setup TNS=0 ps, cts hold-fix bufs=0, vias=roughly 1,100, CTS sink cnt=33, initial antenna violation count=0, Top cells by area=dfxtp_1, mux2_4, buf_4, most frequent cell after synthesis=buf_4, worst slew pin tran=roughly 670 ps, LEAKAGE=about 0.0011 µW, Synth Instances=between 100 and 150, hpwl dp=just over 3000 µm, outcome=finished clean, WS Path Type=flop to output pin, P_int=approximately 750 µW, yosys cell count=146, root cell of the clock tree=clkbuf_8, Final Hold Fails=0, Tcrit/Tclk final=about four fifths, HP Class=flop to flop, final total power=about 940 µW, DIE AREA=between 0.01 and 0.015 mm², I/O Buffers=69, Pre-antenna DRT Iters=3, Bufs and invs on worst path=2, clock power share=between 30% and 40%, Async SR Flop Fraction=0%, core area=between 0.009 and 0.01 mm², global-route wire length before repair=5950 µm, WP depth=3, Worst Setup Start Kind=flop, pwr/cell area=about 380 mW/mm², post-CTS setup buffers=0, row cnt=35, # Max-Cap Violations=0, Tot GR Track Use=under 10%, largest net degree at the start of global routing=34, Post-synth top cells=buf_4, dfxtp_1, and2_1, mux2_4, total grt overflow=0, CTS Buf Count=5, DRC violations left=0, Placed Area=approximately 0.0024 mm², Post-synth regs=33, Slew Viols, Final=0, Die Width=117 µm, IR drop worst, VDD=0.118 mV, die height=~120 µm, Initial DRC Count=34, I/O Pins=approximately 110, Post-Layout Inst Area=around 0.0025 mm², GPL Wtd Cong=0.675, H-tree depth=2, Worst EP arrival=around 2100 ps, Pre-Place Util=a little under a fifth, Max Root-Sink Buffers=2, Latency at later pin=between 200 and 300 ps, layout cell share with drive strength beyond 1=21.6%, count of library flops with an enable pin=0, CTS tree=built, Avg Inst Size Synth=11.8 µm², non-filler instance count after layout=between 300 and 400, switching share of power=approximately a fifth, worst endpoint required time=2880 ps, sw power=~190 µW, Post-synth seq share=between 30% and 40%, Routed WL=between 4000 and 5000 µm, worst clock skew=around 5.6 ps, cts repair resizes=0, DR vias/cell=~3.3, Max-area cell share=about two fifths, Tmin final=between 2000 and 3000 ps, post-synth top area cell=dfxtp_1, YS chip area=about 0.0017 mm², antenna cells=0, slew margin rel.=55.5%, CP endpoint kind=output pin, Flop pwr share=about 43%
[stage by stage]
step	hold WS (ps)	utilization, %	worst slack (ps)
finish	578	26.8	751
global route	593	26.8	625
CTS	583	26.8	686
floorplan	535	-	1920
global placement	558	25.6	1020
detailed placement	563	25.6	1010
[placed cells by master (no fill, tap or decap)]
master	count
and2_1	28
and2_4	4
and3b_1	1
buf_4	3
bufinv_16	1
clkbuf_1	1
clkbuf_8	6
clkdlybuf4s50_1	69
conb_1	38
dfxtp_1	32
dfxtp_2	1
inv_1	1
mux2_2	4
mux2_4	28
or2_1	1
[power groups by stage]
stage | Combinational [µW] | Sequential (µW) | Clock, µW
final | 169 | 399 | 367
after global routing | 186 | 402 | 405
after CTS | 175 | 399 | 390
[cell families (layout without fill, tap and decap cells)]
| family | count (synthesis) | after routing | share of synthesized area [%] |
|---|---|---|---|
| muxes | 32 | 32 | 27.0 |
| buffers and inverters | 46 | 81 | 21.3 |
| and+or+nand+nor | 34 | 34 | 13.1 |
| other | 1 | 38 | 0.218 |
| DFF | 33 | 33 | 38.4 |
[final timing paths]
kind,startpoint,endpoint,slack (ps)
worst max-delay path,state$_SDFF_PN0_,m00_axis_tdata[15],750
worst min-delay path,data_reg[14]$_SDFF_PN0_,data_reg[14]$_SDFF_PN0_,580
worst max register to register,state$_SDFF_PN0_,data_reg[15]$_SDFF_PN0_,1910
worst min register to register,data_reg[14]$_SDFF_PN0_,data_reg[14]$_SDFF_PN0_,580
[worst register-to-register path, stage by stage (launching register included)]
cell	delay, ps
dfxtp_2	760
buf_4	350
mux2_4	330
and2_4	150
[cell type report]
| cell class | instances | area (µm²) |
|---|---|---|
| Clock inverter | 1 | 30.0 |
| Inverter | 1 | 3.75 |
| Multi-Input combinational cell | 104 | 833 |
| Timing Repair Buffer | 72 | 713 |
| Tap cell | 111 | 139 |
| Clock buffer | 7 | 86.3 |
| Sequential cell | 33 | 662 |
| Fill cell | 956 | 6730 |
[metal layers]
layer / track usage, % / share of wire, %
met5: 0 / 0
met4: 0.988 / 1.4
met3: 2.22 / 7.9
met2: 9.00 / 49
met1: 6.60 / 42
No activity file was given, so power comes from the tool's default toggle rates.
